`design/flow/config.mk`:
```
export PLATFORM = sky130hd
export DESIGN_NAME = async_fifo
export DESIGN_NICKNAME = async_fifo
export VERILOG_FILES = /design/flow/design.v
export SDC_FILE = /design/flow/constraint.sdc
export NUM_CORES = 4
export LEC_CHECK = 1
export CORE_UTILIZATION = 50
```
`design/flow/constraint.sdc`:
```
current_design async_fifo

set clk_period 3.2
set clk_io_pct 0.2

create_clock -name clk0 -period $clk_period [get_ports {rd_clk}]
create_clock -name clk1 -period $clk_period [get_ports {wr_clk}]

set non_clock_inputs [all_inputs -no_clocks]
set_input_delay [expr $clk_period * $clk_io_pct] -clock clk0 $non_clock_inputs
set_output_delay [expr $clk_period * $clk_io_pct] -clock clk0 [all_outputs]
```
`design/flow/design.v`:
```
module async_fifo #(
    parameter DATA_WIDTH = 8,   
    parameter FIFO_DEPTH = 16  
)(
    input wr_clk,                
    input rd_clk,                
    input rst,                   
    input wr_en,                 
    input rd_en,                 
    input [DATA_WIDTH-1:0] write_data,  
    output reg [DATA_WIDTH-1:0] read_data, 
    output full,               
    output empty                 
);
    reg [DATA_WIDTH-1:0] mem [FIFO_DEPTH-1:0];
    reg [clog2(FIFO_DEPTH):0] wptr, rptr;
    wire [clog2(FIFO_DEPTH):0] wptr_gray, rptr_gray;
    reg [clog2(FIFO_DEPTH):0] wptr_gray_sync_rd, rptr_gray_sync_wr;
    reg [clog2(FIFO_DEPTH):0] wptr_gray_ff1_rd, wptr_gray_ff2_rd;
    reg [clog2(FIFO_DEPTH):0] rptr_gray_ff1_wr, rptr_gray_ff2_wr;
    assign wptr_gray = wptr ^ (wptr >> 1);
    assign rptr_gray = rptr ^ (rptr >> 1);
    assign empty = (wptr_gray_sync_rd == rptr_gray);   
    assign full = ((wptr_gray[clog2(FIFO_DEPTH)] != rptr_gray_sync_wr[clog2(FIFO_DEPTH)]) &&
                   (wptr_gray[clog2(FIFO_DEPTH)-1:0] == rptr_gray_sync_wr[clog2(FIFO_DEPTH)-1:0]));
    always @(posedge wr_clk or posedge rst) begin
        if (rst) begin
            wptr <= 0;
        end else if (wr_en && !full) begin
            mem[wptr[clog2(FIFO_DEPTH)-1:0]] <= write_data;   
            wptr <= wptr + 1;   
        end
    end
    always @(posedge rd_clk or posedge rst) begin
        if (rst) begin
            rptr <= 0;
            read_data <= 0;
        end else if (rd_en && !empty) begin
            read_data <= mem[rptr[clog2(FIFO_DEPTH)-1:0]];   
            rptr <= rptr + 1;   
        end
    end
    always @(posedge rd_clk or posedge rst) begin
        if (rst) begin
            {wptr_gray_ff2_rd, wptr_gray_ff1_rd, wptr_gray_sync_rd} <= 0;
        end else begin
            wptr_gray_ff1_rd <= wptr_gray;          
            wptr_gray_ff2_rd <= wptr_gray_ff1_rd;   
            wptr_gray_sync_rd <= wptr_gray_ff2_rd;  
        end
    end
    always @(posedge wr_clk or posedge rst) begin
        if (rst) begin
            {rptr_gray_ff2_wr, rptr_gray_ff1_wr, rptr_gray_sync_wr} <= 0;
        end else begin
            rptr_gray_ff1_wr <= rptr_gray;          
            rptr_gray_ff2_wr <= rptr_gray_ff1_wr;   
            rptr_gray_sync_wr <= rptr_gray_ff2_wr;  
        end
    end
    function integer clog2(input integer depth);
        integer i;
        begin
            clog2 = 0;
            for (i = depth; i > 1; i = i >> 1) begin
                clog2 = clog2 + 1;
            end
        end
    endfunction
endmodule
```
`design/flow/run.sh`:
```
#!/bin/bash
# OpenROAD 26Q1-2900-gdf79404cd8, Yosys 0.63+post, stock flow scripts
make -C /OpenROAD-flow-scripts/flow DESIGN_CONFIG=/design/flow/config.mk WORK_HOME=/design/flow/orfs finish
```
==> out/qor.txt <==
Cell Chain, Critical Path -> inv_1 -> ha_1 -> xor2_1 -> nor4_2 -> and2_2 -> clkdlybuf4s50_1
Synth area leaders -> edfxtp_1 (57%), dfrtp_1 (18%), ha_1 (3.3%), a22oi_1 (2.9%), a22o_1 (2.1%)
Die W -> 118 um
setup slack at placement -> 0.507 ns
Yosys chip area -> 6780 um2
Port-buffer cells -> 21
Worst Tran Pin Value -> 0.915 ns
Reg clk slew, reported paths -> 0.07 ns
crit path max fanout -> 5
ANT nets after route -> 0
FP Core Util -> 0.512
crit path DRT -> 2.56 ns
antenna violations before repair -> 0
CTS tree -> yes
Tot Pwr -> 7550 uW
Area Growth Syn to Fin -> 14.8%
hold-fix buffer count after cts -> 0
clk sinks -> 176
Clock Skews -> 0.0102 ns
mux share -> 0.00166
Avg Synthesized Cell Area -> 16.3 um2
Commonest flop -> edfxtp_1
Final setup viols -> 0
Row Count -> 42
FF-to-FF setup slack -> 0.64 ns
HP Class -> reg -> reg
critical path class -> reg -> out
instance tally after logic synthesis -> 415
relative slew slack -> 0.390
Cell Pwr Density -> 970 nW/um2
yosys stat cell total -> 415
setup tns final -> 0 ns
distinct lib cells -> 43
Critical Path End Type -> output port
Top-area cell share -> 0.567
gr ovfl total -> 0
GRT Util Overall -> 0.237
share of layout cells above drive strength 1 -> 0.133
wire per inst -> 22.1 um
dpl hpwl -> 8.98 mm
Largest logic family -> AND-OR/OR-AND gates
Max Slew Vio Count -> 0
post-layout util -> 0.588
Max Cap Viol -> 0
Post-synth seq share -> 0.744
DRC -> 0
critical-path cell with the highest stage delay -> clkdlybuf4s50_1
WL final -> 14.0 mm
final worst slack -> 0.138 ns
ao+oa area frac -> 0.111
post-synthesis instance area -> 6780 um2
vias -> 3670
RSZ-0062 raised after global routing -> false
Hold WS -> 0.343 ns
Leak -> 0.00283 uW
VDD IR max -> 0.442 mV
synthesized flop and latch total -> 176
Worst Setup Start Kind -> register
die area -> 14000 um2
die height -> 118 um
wire length of the first global-routing pass -> 21.9 mm
Placer Congestion -> 0.929
Antenna Cells -> 0
largest net degree at the start of global routing -> 49
1st-iter DRT viols -> 285
Crit path max-delay family -> simple AND/OR/NAND/NOR gates
yosys xor share -> 0.0270
critical path buffer and inverter count -> 2
Tool Warnings -> 38
vias in the first global route -> 3928
CP Data Arrival Time -> 2.42 ns
Worst path max stage delay -> 0.45 ns
Post-Synth Simple-Gate Area -> 0.0561
Final Hold Vio Count -> 0
Adder Share, Synth -> 0.0332
Ports -> 23
Via density -> 5.78
Syn. warnings -> 2
post-synth top area cell -> edfxtp_1
Post-synth EDFFs -> 128
status -> finished clean
Core ar. -> 13200 um2
Pre-antenna DRT Iters -> 4
asr flop ratio synth -> 0.273
## report_power, final
part	switching [uW]	total, uW	leakage (uW)	internal [uW]
registers	223	3090	0.00172	2860
logic	1400	2380	0.000818	981
clock network	860	2090	0.000291	1230
total	2480	7550	0.00283	5070
## timing repair
action	4_1_cts	5_1_grt
setup endpoints to repair	0	1
gates resized	0	1
buffers inserted	0	0
## metrics by stage
stage | area, um2 | instances
detailed placement | 7160 | 600
CTS | 7780 | 635
finish | 7780 | 635
floorplan | 6780 | 415
global route | 7780 | 635
global placement | 7160 | 600
## placed cells by master, fill, tap and decap left out, types with 15 or more instances in the layout
cell type	instances
edfxtp_1	128
dfrtp_1	47
a22oi_1	26
clkdlybuf4s50_1	21
clkbuf_16	20
nand2_1	19
ha_1	18
and3_1	16
a22o_1	16
nor2_1	15
## synth_stat cells (2+ instances only)
cell	n
edfxtp_1	128
dfrtp_1	48
a22oi_1	26
nand2_1	19
ha_1	18
a22o_1	16
and3_1	16
inv_1	15
nor2_1	15
xnor2_1	13
a222oi_1	12
a21oi_1	11
buf_2	10
clkbuf_1	8
o31ai_1	6
xor2_1	6
and3_2	5
o22ai_1	5
nand3_1	4
buf_6	3
o21ai_0	3
a221oi_1	2
a32oi_1	2
and4_1	2
nor2b_1	2
o221a_2	2
o31ai_2	2
## worst reg2reg max path: cells and delay by family, from the launching register on
kind                       cells  cell delay (ns)
adders and majority gates      1             0.35
and+or+nand+nor                3             0.92
xor gates and xnor gates       1             0.20
buffers and inverters          1             0.10
AOI/OAI and AO/OA              1             0.23
DFF                            1             0.40
## metal layers
metal / vias to the layer above / GRT usage / share of wire
met5: - / 0.0221 / 0
li1: 1669 / - / -
met4: 0 / 0.0451 / 0.019
met1: 1818 / 0.368 / 0.40
met3: 19 / 0.145 / 0.12
met2: 164 / 0.318 / 0.45
## cell families (layout without fill, tap and decap cells)
family	Yosys count	in the layout
AND-OR/OR-AND	94	94
XOR/XNOR	20	20
adder cells (fa/ha/maj)	18	18
buffers and inverters	37	81
flip-flops	176	176
multiplexers	1	1
AND/OR/NAND/NOR	69	69
## path summary, 6_finish.rpt
check / from / endpoint / depth (start not counted)
min in group asynchronous: rst / rptr_gray_ff1_wr[3] / 3
max in group clk1: wptr[0] / mem[7][4] / 7
min in group clk1: rptr_gray_ff2_wr[4] / rptr_gray_sync_wr[4] / 0
worst min-delay path: wptr_gray_ff2_rd[3] / wptr_gray_sync_rd[3] / 0
worst max register to register: wptr[0] / mem[7][4] / 7
worst max-delay path: wptr[2] / full / 6
max in group asynchronous: rst / wptr_gray_sync_rd[0] / 3
worst min register to register: wptr_gray_ff2_rd[3] / wptr_gray_sync_rd[3] / 0
## flip-flops by register name, indices dropped and copies added (netlist names)
signal / count
mem: 128
read_data: 8
rptr: 5
rptr_gray_ff1_wr: 5
rptr_gray_ff2_wr: 5
rptr_gray_sync_wr: 5
wptr: 5
wptr_gray_ff1_rd: 5
wptr_gray_ff2_rd: 5
wptr_gray_sync_rd: 5
## cell type report
cell class                 count  area, um2
clock buffer                  21        504
clock inverter                14        116
multi-input combinational    202       1550
fill                         991       5460
inverter                      15       56.3
sequential                   176       5050
timing repair buffer          31        285
tap                          176        220
Power is estimated from default activity; no workload was simulated.
